==> flow/design.v <==
`timescale 1ns/1ns
module Bufer_ID_EX(
    input [31:0]Adder,
    input [31:0]InDatoLec1,
    input [31:0]InDatoLec2,
    input [31:0]InSignExtend,
    input [4:0]InInstruc1,
    input [4:0]InInstruct2,
    input clk,
    output reg [31:0]AdderOut,
    output reg [31:0]DatoLecOut1,
    output reg [31:0]DatoLecOut2,
    output reg [31:0]SignExtendOut,
    output reg [4:0]InstrctOut1,
    output reg [4:0]InstructOut2
);
initial begin
    AdderOut=0;
    DatoLecOut1=0;
    DatoLecOut2=0;
    SignExtendOut=0;
    InstrctOut1=0;
    InstructOut2=0;
end
always @(posedge clk)
begin
    AdderOut = Adder;
    DatoLecOut1 = InDatoLec1;
    DatoLecOut2 = InDatoLec2;
    SignExtendOut = InSignExtend;
    InstrctOut1 = InInstruc1;
    InstructOut2 = InInstruct2; 
end
endmodule
==> flow/run.sh <==
#!/bin/bash
# OpenROAD 26Q1-2900-gdf79404cd8, Yosys 0.63+post, stock flow scripts
make -C /OpenROAD-flow-scripts/flow DESIGN_CONFIG=/design/flow/config.mk WORK_HOME=/design/flow/orfs finish
==> flow/config.mk <==
export PLATFORM = sky130hd
export DESIGN_NAME = Bufer_ID_EX
export DESIGN_NICKNAME = Bufer_ID_EX
export VERILOG_FILES = /design/flow/design.v
export SDC_FILE = /design/flow/constraint.sdc
export NUM_CORES = 4
export LEC_CHECK = 1
export CORE_AREA = 10 10 177 177
export DIE_AREA = 0 0 187 187
==> flow/constraint.sdc <==
current_design Bufer_ID_EX

set clk_period 1.0
set clk_io_pct 0.2

create_clock -name clk0 -period $clk_period [get_ports {clk}]

set non_clock_inputs [all_inputs -no_clocks]
set_input_delay [expr $clk_period * $clk_io_pct] -clock clk0 $non_clock_inputs
set_output_delay [expr $clk_period * $clk_io_pct] -clock clk0 [all_outputs]
==> GITHUB_STEP_SUMMARY <==
### Flow metrics

| Metric | Value |
|---|---|
| Syn avg cell area | approximately 20 um^2 |
| CP arrival | 850 ps |
| Post-Syn Instances | between 100 and 150 |
| Yosys stat cell total | around 140 |
| Mapped Area | 2760 um^2 |
| Min-Delay Path Class | in -> reg |
| Num CTS Buffers | 17 |
| Final tally of setup violations | 137 |
| First-pass GRT wire length | approximately 18000 um |
| Placed Area | 6000 um^2 |
| # IOs | 277 |
| Synth unique cells | 1 |
| Buf/Inv on CP | 1 |
| HPWL after DPL | 11000 um |
| Status | finished with violations |
| Root cell of the clock tree | clkbuf_16 |
| Routed WL | 12800 um |
| Share of cells above drive strength 1 | 43.7% |
| CTS clock-pin slew for the worst setup and hold paths | 60 ps |
| VDD IR max | approximately 0.99 mV |
| Top delay family on crit path | flip-flops |
| Fmax | around 950 MHz |
| Yosys stat chip area | 2760 um^2 |
| Total gr overflow | 0 |
| Seq share, synth | 100% |
| Worst EP required | 800 ps |
| Maximum buffer depth of the clock tree | 2 |
| Post-Route Setup TNS | -2260 ps |
| Vias post-DR | 2078 |
| CP cell instances | buf_2 |
| Die ar. | 35000 um^2 |
| Min Tclk post-route | 1050 ps |
| Kind of critical path | reg -> out |
| Critical-path top delay cell | dfxtp_2 |
| Area growth, synth to finish | 120% |
| Total core area | 27600 um^2 |
| Vias in the first global route | 2260 |
| Failing checks | negative setup slack |
| Antenna-violating nets left | 0 |
| CTS tree | done |
| Flop area | between 2000 and 3000 um^2 |
| Most instantiated logic cell after routing | clkdlybuf4s50_1 |
| Per-cell routed wire length | roughly 16 um |
| Clock sink count | 138 |
| Startpoint Class | flip-flop |
| Initial DRC Count | 23 |
| H-tree depth | 4 |
| Max-Cap Viols | 0 |
| Most frequent cells in the layout | 138 x clkdlybuf4s50_1, 127 x buf_2, 110 x dfxtp_1, 28 x dfxtp_2, 17 x clkbuf_16 |
| Placer Congestion | 0.831 |
| Final period util | 105% |
| PortBufs | 276 |
| Initial antenna violation count | 1 |
| Yosys Warn Count | 1 |
| Fin Hold WS | 215 ps |
| Rel. slew slack | 87.5% |
| Tool warnings | 30 |
| Remaining DRCs | 0 |
| Total Routing Usage GR | under 10% |
| Vias per inst | roughly 2.5 |
| Final WS setup | -52.5 ps |
| RSZ-0062 raised after global routing | yes |
| Post-CTS Setup Inserts | 0 |
| Critical path peak fanout | 1 |
| Slew @ Worst Pin | 187 ps |
| Overall Power | ~0.014 W |
| Largest net degree at the start of global routing | 17 |
| Fillers | 2976 |
| Die H | 187 um |
| Pwr Density | 2290 nW/um^2 |
| Combinational gates | 0 |
| Hold buffer count at CTS | 0 |
| Fp_density | under 10% |
| Core Rows | 61 |
| Fin area | 6090 um^2 |
| Final Hold Fails | 0 |
| Fin. max-slew vios | 0 |
| P_leak | 2.59 nW |
| Slowest Stage Delay on Critical Path | 320 ps |
| Combinational Area | 0 um^2 |
| Die X | 187 um |
| FF+latch count, synth | 138 |
| TritonRoute pass-1 iters | 3 |
| Critical path capture point type | output port |
## sequential cells by signal, indices dropped and copies added, names as in the netlist
register	count
AdderOut	32
DatoLecOut1	32
DatoLecOut2	32
SignExtendOut	32
InstrctOut1	5
InstructOut2	5
## cell type report
| cell class | count | area share (%) |
|---|---|---|
| Tap cell | 378 | 7.77 |
| Clock buffer | 19 | 7.11 |
| Sequential cell | 138 | 45.9 |
| Timing Repair Buffer | 276 | 35.1 |
| Antenna cell | 1 | 0.0411 |
| Clock inverter | 11 | 4.01 |
## worst paths after layout
path                  slack [ps]                    start                      end  cells past startpoint
worst max-delay path         -50  DatoLecOut1[27]$_DFF_P_          DatoLecOut1[27]                      1
worst min-delay path         210           InDatoLec1[17]  DatoLecOut1[17]$_DFF_P_                      1
## cell usage after synthesis
master	instances	area share, %
dfxtp_1	138	100
## layer usage
layer	part of all wire (%)	track usage, %
met1	42	8.70
met2	48	11.3
met3	8.2	3.18
met4	2.2	1.40
met5	0	0
## power by group
part	internal (W)	switching, W	leakage (nW)
Sequential	0.00581	0.0000682	1.16
Clock	0.00492	0.00235	0.324
Combinational	0.000671	0.000165	1.11
## metrics by stage
| step | utilization [%] | setup slack (ps) | std cells |
|---|---|---|---|
| final | 22.0 | -52.5 | 823 |
| after global placement | 21.7 | -60.8 | 792 |
| after detailed placement | 21.7 | -65.9 | 792 |
| after global routing | 22.0 | -100 | 823 |
| after floorplan | - | 538 | 138 |
| after CTS | 21.8 | -94.8 | 822 |
## logic make-up (layout without fill, tap and decap cells)
kind of cell	after synthesis	in the layout	share of synthesized area, %
buffers and inverters	0	306	0
DFF	138	138	100
other	0	1	0
## what timing repair did
action,in CTS,in global routing
resized,478,17
hold endpoints to repair,0,0
setup endpoints to repair,138,138
Power is estimated from default activity; no workload was simulated.
